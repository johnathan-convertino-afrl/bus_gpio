$ cat ./design.v
`timescale 1ns/100ps
module up_gpio #(
    parameter ADDRESS_WIDTH   = 32,
    parameter BUS_WIDTH       = 4,
    parameter GPIO_WIDTH      = 32,
    parameter IRQ_ENABLE      = 0
  ) 
  (
    input                                       clk,
    input                                       rstn,
    input                                       up_rreq,
    output                                      up_rack,
    input   [ADDRESS_WIDTH-(BUS_WIDTH/2)-1:0]   up_raddr,
    output  [(BUS_WIDTH*8)-1:0]                 up_rdata,
    input                                       up_wreq,
    output                                      up_wack,
    input   [ADDRESS_WIDTH-(BUS_WIDTH/2)-1:0]   up_waddr,
    input   [(BUS_WIDTH*8)-1:0]                 up_wdata,
    output                                      irq,
    input   [GPIO_WIDTH-1:0]                    gpio_io_i,
    output  [GPIO_WIDTH-1:0]                    gpio_io_o,
    output  [GPIO_WIDTH-1:0]                    gpio_io_t
  );
  localparam DIVISOR = BUS_WIDTH/2;
  localparam GPIO_DATA  = 12'h000 >> DIVISOR;
  localparam GPIO_TRI   = 12'h004 >> DIVISOR;
  localparam GPIO2_DATA = 12'h008 >> DIVISOR;
  localparam GPIO2_TRI  = 12'h00C >> DIVISOR;
  localparam GIER       = 12'h11C >> DIVISOR;
  localparam IP_ISR     = 12'h120 >> DIVISOR;
  localparam IP_IER     = 12'h128 >> DIVISOR;
  reg                       r_up_rack;
  reg  [(BUS_WIDTH*8)-1:0]  r_up_rdata;
  reg                       r_up_wack;
  reg                       r_irq;
  reg   [GPIO_WIDTH-1:0]    r_gpio_i;
  reg   [GPIO_WIDTH-1:0]    r_gpio_o;
  reg   [GPIO_WIDTH-1:0]    r_gpio_tri;
  reg                       r_gie;
  reg                       r_ch1_irq_ena;
  reg                       r_ch1_irq_status;
  reg                       rr_ch1_irq_status;
  assign gpio_io_o = r_gpio_o;
  assign gpio_io_t = r_gpio_tri;
  assign up_rack   = r_up_rack;
  assign up_wack   = r_up_wack;
  assign up_rdata  = r_up_rdata;
  assign irq       = r_irq;
  always @(posedge clk)
  begin
    if(rstn == 1'b0)
    begin
      r_up_rack   <= 1'b0;
      r_up_wack   <= 1'b0;
      r_up_rdata  <= 0;
      r_gpio_o   <= 0;
      r_gpio_tri <= 0;
      r_gie      <= 1'b0;
      r_ch1_irq_ena <= 1'b0;
      r_ch1_irq_status <= 1'b0;
    end else begin
      r_up_rack   <= 1'b0;
      r_up_wack   <= 1'b0;
      r_up_rdata  <= r_up_rdata;
      r_ch1_irq_status  <= r_irq;
      r_up_rack <= up_rreq;
      if(up_rreq == 1'b1)
      begin
        case(up_raddr[11:0])
          GPIO_DATA: begin
            r_up_rdata <= {{(BUS_WIDTH*8)-GPIO_WIDTH{1'b0}}, {gpio_io_i & r_gpio_tri}};
          end
          GPIO_TRI: begin
            r_up_rdata <= {{(BUS_WIDTH*8)-GPIO_WIDTH{1'b0}}, r_gpio_tri};
          end
          GPIO2_DATA: begin
            r_up_rdata <= 0;
          end
          GPIO2_TRI: begin
            r_up_rdata <= 0;
          end
          GIER: begin
            r_up_rdata     <= 0;
            r_up_rdata[31] <= r_gie & IRQ_ENABLE;
          end
          IP_IER: begin
            r_up_rdata     <= 0;
            r_up_rdata[0]  <= r_ch1_irq_ena & IRQ_ENABLE;
          end
          IP_ISR: begin
            r_up_rdata         <= 0;
            r_up_rdata[0]      <= r_ch1_irq_status & IRQ_ENABLE;
          end
          default:begin
            r_up_rdata <= 0;
          end
        endcase
      end
      r_up_wack <= up_wreq;
      if(up_wreq == 1'b1)
      begin
        case(up_waddr[11:0])
          GPIO_DATA: begin
            r_gpio_o  <= up_wdata[GPIO_WIDTH-1:0] & ~r_gpio_tri;
          end
          GPIO_TRI: begin
            r_gpio_tri <= up_wdata[GPIO_WIDTH-1:0];
          end
          GIER: begin
            r_gie <= up_wdata[31] & IRQ_ENABLE;
          end
          IP_IER: begin
            r_ch1_irq_ena <= up_wdata[0] & IRQ_ENABLE;
          end
          IP_ISR: begin
            if((up_wdata[0] == 1'b1) && IRQ_ENABLE)
            begin
              r_ch1_irq_status <= ~r_ch1_irq_status;
            end
          end
          default:begin
          end
        endcase
      end
    end
  end
  always @(posedge clk)
  begin
    if(rstn == 1'b0)
    begin
      r_gpio_i <= 0;
      r_irq <= 1'b0;
      rr_ch1_irq_status <= 1'b0;
    end else begin
      r_gpio_i <= gpio_io_i & r_gpio_tri;
      r_irq <= r_irq;
      rr_ch1_irq_status <= r_ch1_irq_status;
      if((r_gpio_i != (gpio_io_i & r_gpio_tri)) && IRQ_ENABLE && (r_gie == 1'b1))
      begin
        r_irq <= r_ch1_irq_ena;
      end
      if(rr_ch1_irq_status != r_ch1_irq_status)
      begin
        r_irq <= 1'b0;
      end
    end
  end
endmodule
$ cat ./run.sh
#!/bin/bash
# OpenROAD 26Q1-2900-gdf79404cd8, Yosys 0.63+post, stock flow scripts
make -C /OpenROAD-flow-scripts/flow DESIGN_CONFIG=/design/flow/config.mk WORK_HOME=/design/flow/orfs finish
$ cat ./config.mk
export PLATFORM = sky130hd
export DESIGN_NAME = up_gpio
export DESIGN_NICKNAME = up_gpio
export VERILOG_FILES = /design/flow/design.v
export SDC_FILE = /design/flow/constraint.sdc
export NUM_CORES = 4
export LEC_CHECK = 1
export CORE_UTILIZATION = 40
$ cat ./constraint.sdc
current_design up_gpio

set clk_period 4.2
set clk_io_pct 0.2

create_clock -name clk0 -period $clk_period [get_ports {clk}]

set non_clock_inputs [all_inputs -no_clocks]
set_input_delay [expr $clk_period * $clk_io_pct] -clock clk0 $non_clock_inputs
set_output_delay [expr $clk_period * $clk_io_pct] -clock clk0 [all_outputs]
==> results.py <==
# Auto-generated metrics
metrics = {
    "yosys": {
        "edf_count": 0,
        "synth_seq_share_pct": 50.4,
        "synth-warning-count": 1,
        "netlist_top_cells_count": "128 x nand2_1, 98 x dfxtp_1, 64 x mux2i_1, 42 x o21ai_0, 22 x o21ai_1",
        "synth_top_area_share_pct": 50.4,
        "ys_chip_area_sq_um": 3890,
        "ys.flop_type": "dfxtp_1",
        "ys_types": 22,
        "synthArstFlopShare_pct": 0,
        "yosys.cell_count.top_type": "nand2_1",
        "synth.avg_cell_area_sq_um": 9.08,
        "synthCells": 429,
        "netlist_area_sq_um": 3890,
        "synthTopCellsByArea": "dfxtp_1 50%, mux2i_1 16%, nand2_1 12%",
        "yosysCellCount": 429,
        "ys.flops": 98,
        "top_area_cell": "dfxtp_1",
    },
    "cts": {
        "cts_tree": "yes",
        "htreeDepth": 3,
        "cts_sinks": 98,
        "cts_buffers": 9,
        "postCtsSetupRepairBufs": 0,
        "path_clk_slew_ns": 0.09,
        "cts_resized": 0,
        "cts_root_buffer": "clkbuf_8",
        "insertion_delay_ns": 0.35,
        "clk_path_buf_depth": 2,
        "postCtsHoldBufs": 0,
    },
    "job": {
        "warnings": 62,
        "maxCapViolations": 0,
    },
    "placement": {
        "port_buffers": 189,
        "dp_hpwl_mm": 7.72,
        "place.gp.congestion": 0.810,
    },
    "final_timing": {
        "maxSlewViolCount": 0,
        "rsz0062_at_grt": "false",
        "setup-tns-final_ns": 0,
        "min_period_ns": 2.62,
        "finalSetupViolCount": 0,
        "hold_viol": 0,
        "finalClockPeriodUsage_pct": 62.3,
        "max_freq_mhz": 382,
        "fin_skew_ns": 0.0103,
        "tightestPinTransition_ns": 0.681,
        "relSlewSlack_pct": 54.6,
    },
    "global_route": {
        "use_met2_pct": 35.7,
        "grt_busiest_layer": "met2",
        "grt_max_degree": 73,
        "grt_use_total_pct": 22.3,
        "antenna_found_initial": 0,
        "gr-total-overflow": 0,
        "grt_pass1_vias": 3238,
        "grt_pass1_wl_mm": 16.9,
        "grtUsageMet1_pct": 32.5,
        "use_met3_pct": 6.14,
    },
    "drt": {
        "viasPerCell": 4.72,
        "dr_total_vias": 3490,
        "detail-route-antenna-nets": 0,
        "drcViolationCount": 0,
        "wl_mm": 11.0,
        "drtIter0Drc": 61,
        "num_antenna_cells": 0,
        "wire_per_inst_um": 14.8,
        "drtPass1Iterations": 4,
    },
    "hold_path": {
        "min_path_cells": 2,
        "holdCritPathClass": "reg2reg",
    },
    "floorplanning": {
        "die_x_um": 101,
        "initCoreUtil_pct": 41.7,
        "dieHeight_um": 101,
        "top_level_ports": 227,
        "fp-row-count": 35,
        "core-area_sq_um": 9330,
        "chipArea_sq_um": 10100,
    },
    "pwr": {
        "clockPowerShare_pct": 33.7,
        "sequentialPowerShare_pct": 57.6,
        "leakage_nw": 2.00,
        "power.total_mw": 1.61,
        "power.density_nw_per_um2": 269,
        "intPower_mw": 1.25,
        "p_sw_share_pct": 22.6,
        "power_frac_comb_pct": 8.7,
        "vdd_drop_max_v": 0.000215,
        "switching_power_mw": 0.365,
    },
    "finish": {
        "drive_gt1_share_pct": 7.20,
        "syn_to_final_growth_pct": 54.2,
        "fillers": 789,
    },
    "setup_path": {
        "arrival_ns": 2.89,
        "r2r_cells": 2,
        "crit_required_ns": 4.48,
        "cp-start-kind": "input port",
        "end_kind": "flop",
        "path_max_fanout": 32,
        "crit_type": "in2reg",
    },
    "outcome": {
        "status": "finished clean",
    },
}
through the flow:
step	setup slack, ns	cells	utilization, %	area, sq um	hold slack, ns
6_report	1.58	740	64.4	6010	0.446
5_1_grt	1.50	740	64.4	6010	0.463
4_1_cts	1.59	740	64.4	6010	0.451
3_5_place_dp	1.22	725	62.6	5840	0.438
3_3_place_gp	1.26	725	62.6	5840	0.432
2_1_floorplan	1.90	429	-	3890	0.401
layer usage:
layer	part of all wire, %	wire [um]
met5	0	0
met4	0.69	76
met3	7.9	869
met2	45	4970
met1	46	5060
worst max-delay path, cell delays in order:
cell             delay, ns
clkdlybuf4s50_1       0.40
or4_4                 0.58
nor4_4                0.27
buf_4                 0.54
mux2i_1               0.25
cells in the final DEF, fill, tap and decap left out:
| master | instances |
|---|---|
| and2_1 | 2 |
| or2_4 | 1 |
| buf_2 | 1 |
| dfxtp_1 | 98 |
| conb_1 | 1 |
| or2_2 | 17 |
| clkinv_4 | 1 |
| clkbuf_8 | 10 |
| o21ai_0 | 42 |
| nor3_1 | 1 |
| or2_0 | 15 |
| nand2_1 | 128 |
| clkinv_2 | 1 |
| nor4_4 | 2 |
| or4_4 | 2 |
| clkbuf_1 | 1 |
| buf_4 | 6 |
| o21ai_1 | 22 |
| nor2b_2 | 1 |
| or3b_1 | 1 |
| mux2i_1 | 64 |
| clkdlybuf4s50_1 | 188 |
| nand4_1 | 1 |
| nor4_1 | 2 |
| clkinvlp_4 | 2 |
| nand3b_1 | 1 |
power by group through the flow:
stage	Clock [mW]	Sequential [mW]	Combinational, mW
after CTS	0.568	0.930	0.142
final	0.545	0.930	0.140
after global routing	0.608	0.930	0.153
state kept, by name, indices dropped and copies added (netlist names):
register	count
r_up_rdata	32
r_gpio_o	32
r_gpio_tri	32
r_up_rack	1
r_up_wack	1
cell type report:
cell class	count	area, sq um	area share [%]
Clock buffer	11	141	2.35
Clock inverter	4	28.8	0.479
Multi-Input combinational cell	303	1780	29.6
Sequential cell	98	1960	32.7
Tap cell	129	161	2.69
Timing Repair Buffer	195	1930	32.2
worst paths after layout:
kind | slack, ns | from | end
worst max-delay path | 1.58 | up_waddr[7] | r_gpio_tri[17]
worst min-delay path | 0.45 | r_up_rdata[29] | r_up_rdata[29]
worst max register to register | 3.31 | r_gpio_tri[12] | r_gpio_o[12]
worst min register to register | 0.45 | r_up_rdata[29] | r_up_rdata[29]
logic make-up after synthesis:
| group | Yosys count | synth area share, % |
|---|---|---|
| other cells | 1 | 0.0963 |
| mux | 64 | 16.5 |
| compound gates | 64 | 8.23 |
| buf+inv | 28 | 3.95 |
| flops | 98 | 50.4 |
| simple gates | 174 | 20.9 |
Power and IR drop assume default switching activity.
